[flow/run.sh]
#!/bin/bash
# OpenROAD 26Q1-2900-gdf79404cd8, Yosys 0.63+post, stock flow scripts
make -C /OpenROAD-flow-scripts/flow DESIGN_CONFIG=/design/flow/config.mk WORK_HOME=/design/flow/orfs finish
[flow/config.mk]
export PLATFORM = sky130hd
export DESIGN_NAME = crc_module
export DESIGN_NICKNAME = crc_module
export VERILOG_FILES = /design/flow/design.v
export SDC_FILE = /design/flow/constraint.sdc
export NUM_CORES = 4
export LEC_CHECK = 1
export CORE_UTILIZATION = 30
[flow/constraint.sdc]
current_design crc_module

set clk_period 2.4
set clk_io_pct 0.2

create_clock -name clk0 -period $clk_period

set non_clock_inputs [all_inputs -no_clocks]
set_input_delay [expr $clk_period * $clk_io_pct] -clock clk0 $non_clock_inputs
set_output_delay [expr $clk_period * $clk_io_pct] -clock clk0 [all_outputs]
[flow/design.v]
module crc_module(
  input [15:0] data_to_crc,    
  input [15:0] crc,
  output [15:0] data_from_crc   
);
  wire [15:0] lfsr_q;
  reg [15:0] lfsr_c;     
  assign lfsr_q = crc;
  assign data_from_crc = lfsr_c;
  always @(*) begin
    lfsr_c[0] = lfsr_q[0] ^ lfsr_q[4] ^ lfsr_q[8] ^ lfsr_q[11] ^ lfsr_q[12] ^ data_to_crc[0] ^ data_to_crc[4] ^ data_to_crc[8] ^ data_to_crc[11] ^ data_to_crc[12];
    lfsr_c[1] = lfsr_q[1] ^ lfsr_q[5] ^ lfsr_q[9] ^ lfsr_q[12] ^ lfsr_q[13] ^ data_to_crc[1] ^ data_to_crc[5] ^ data_to_crc[9] ^ data_to_crc[12] ^ data_to_crc[13];
    lfsr_c[2] = lfsr_q[2] ^ lfsr_q[6] ^ lfsr_q[10] ^ lfsr_q[13] ^ lfsr_q[14] ^ data_to_crc[2] ^ data_to_crc[6] ^ data_to_crc[10] ^ data_to_crc[13] ^ data_to_crc[14];
    lfsr_c[3] = lfsr_q[3] ^ lfsr_q[7] ^ lfsr_q[11] ^ lfsr_q[14] ^ lfsr_q[15] ^ data_to_crc[3] ^ data_to_crc[7] ^ data_to_crc[11] ^ data_to_crc[14] ^ data_to_crc[15];
    lfsr_c[4] = lfsr_q[4] ^ lfsr_q[8] ^ lfsr_q[12] ^ lfsr_q[15] ^ data_to_crc[4] ^ data_to_crc[8] ^ data_to_crc[12] ^ data_to_crc[15];
    lfsr_c[5] = lfsr_q[0] ^ lfsr_q[4] ^ lfsr_q[5] ^ lfsr_q[8] ^ lfsr_q[9] ^ lfsr_q[11] ^ lfsr_q[12] ^ lfsr_q[13] ^ data_to_crc[0] ^ data_to_crc[4] ^ data_to_crc[5] ^ data_to_crc[8] ^ data_to_crc[9] ^ data_to_crc[11] ^ data_to_crc[12] ^ data_to_crc[13];
    lfsr_c[6] = lfsr_q[1] ^ lfsr_q[5] ^ lfsr_q[6] ^ lfsr_q[9] ^ lfsr_q[10] ^ lfsr_q[12] ^ lfsr_q[13] ^ lfsr_q[14] ^ data_to_crc[1] ^ data_to_crc[5] ^ data_to_crc[6] ^ data_to_crc[9] ^ data_to_crc[10] ^ data_to_crc[12] ^ data_to_crc[13] ^ data_to_crc[14];
    lfsr_c[7] = lfsr_q[2] ^ lfsr_q[6] ^ lfsr_q[7] ^ lfsr_q[10] ^ lfsr_q[11] ^ lfsr_q[13] ^ lfsr_q[14] ^ lfsr_q[15] ^ data_to_crc[2] ^ data_to_crc[6] ^ data_to_crc[7] ^ data_to_crc[10] ^ data_to_crc[11] ^ data_to_crc[13] ^ data_to_crc[14] ^ data_to_crc[15];
    lfsr_c[8] = lfsr_q[3] ^ lfsr_q[7] ^ lfsr_q[8] ^ lfsr_q[11] ^ lfsr_q[12] ^ lfsr_q[14] ^ lfsr_q[15] ^ data_to_crc[3] ^ data_to_crc[7] ^ data_to_crc[8] ^ data_to_crc[11] ^ data_to_crc[12] ^ data_to_crc[14] ^ data_to_crc[15];
    lfsr_c[9] = lfsr_q[4] ^ lfsr_q[8] ^ lfsr_q[9] ^ lfsr_q[12] ^ lfsr_q[13] ^ lfsr_q[15] ^ data_to_crc[4] ^ data_to_crc[8] ^ data_to_crc[9] ^ data_to_crc[12] ^ data_to_crc[13] ^ data_to_crc[15];
    lfsr_c[10] = lfsr_q[5] ^ lfsr_q[9] ^ lfsr_q[10] ^ lfsr_q[13] ^ lfsr_q[14] ^ data_to_crc[5] ^ data_to_crc[9] ^ data_to_crc[10] ^ data_to_crc[13] ^ data_to_crc[14];
    lfsr_c[11] = lfsr_q[6] ^ lfsr_q[10] ^ lfsr_q[11] ^ lfsr_q[14] ^ lfsr_q[15] ^ data_to_crc[6] ^ data_to_crc[10] ^ data_to_crc[11] ^ data_to_crc[14] ^ data_to_crc[15];
    lfsr_c[12] = lfsr_q[0] ^ lfsr_q[4] ^ lfsr_q[7] ^ lfsr_q[8] ^ lfsr_q[15] ^ data_to_crc[0] ^ data_to_crc[4] ^ data_to_crc[7] ^ data_to_crc[8] ^ data_to_crc[15];
    lfsr_c[13] = lfsr_q[1] ^ lfsr_q[5] ^ lfsr_q[8] ^ lfsr_q[9] ^ data_to_crc[1] ^ data_to_crc[5] ^ data_to_crc[8] ^ data_to_crc[9];
    lfsr_c[14] = lfsr_q[2] ^ lfsr_q[6] ^ lfsr_q[9] ^ lfsr_q[10] ^ data_to_crc[2] ^ data_to_crc[6] ^ data_to_crc[9] ^ data_to_crc[10];
    lfsr_c[15] = lfsr_q[3] ^ lfsr_q[7] ^ lfsr_q[10] ^ lfsr_q[11] ^ data_to_crc[3] ^ data_to_crc[7] ^ data_to_crc[10] ^ data_to_crc[11];
  end
endmodule
==> out/qor.yml <==
ys_cells: 55
stdcell_area_um2: 1800
critPathLaunchType: "input pin"
drt-total-wl_um: 2100
area_growth_pct: 140
hold_viol: 0
syn_inst: 55
fp-utilization_pct: 32.7
antennaDiodeCount: 0
yosysUniqueCellTypes: 8
relSlewSlack_pct: 80.2
min_period_over_period_pct: 98.9
whs_endpoint: "data_from_crc[13]"
final_core_util_pct: 78.5
post-route-drc-count: 0
n_clock_buffer: 0
syn_avg_cell_area_um2: 13.7
ys_seq_share_pct: 0
avgViaCountPerCell: 4.04
rows: 17
synth_area_um2: 752
hold_slack_ns: 1.48
power.share.switching_pct: 28.4
status: "completed"
place.gp.congestion: 0.673
cp_data_arrival_time_ns: 1.89
yosys_area_um2: 752
chipWidth_um: 52.1
worstSetupEndpointType: "output pin"
hpwl_um: 1380
ios: 48
drv_slew: 0
power_density_nw_per_um2: 490
ant_nets: 0
cap_violations: 0
grt_max_degree: 5
p_sw_uw: 251
rsz0062_at_grt: "true"
drt_pass1_iterations: 3
p_int_uw: 633
drive_gt1_share_pct: 70.9
ys_warn_count: 1
vdd.ir_drop.worst_mv: 0.461
tool_warnings: 34
port_buffers: 48
comb_power_share_pct: 100.0
core-area_um2: 2300
pwr-share-seq_pct: 0
crit_fanout: 2
met3_usage_pct: 2.08
seqCellArea_um2: 0
place_area_um2: 1460
antenna_found_initial: 0
hold_depth: 5
synth.area.top_cells: "xnor3_1, xnor2_1, xor2_1"
overflow: 0
netlist.area_leader.share_pct: 32.9
die_height_um: 52.1
p_total_uw: 884
finalSetupViolations: 0
path_class: "input pin to output pin"
largest_area_cell: "xnor3_1"
detail_route.iter0.violations: 7
max_freq_mhz: 421
met2_usage_pct: 27.8
finalCriticalPeriod_ns: 2.37
num_vias: 751
grt_util_met1_pct: 23.5
busiest_layer: "met2"
flop-count: 0
grt_pass1_wl_um: 3170
fin_tns_setup_ns: 0
wl_per_cell_um: 11.3
p_leak_nw: 0.979
clock_power_share_pct: 0
worst_pin_slew_ns: 0.297
crit_required_ns: 1.92
grt_pass1_vias: 750
grt_util_all_layers_pct: 16.1
chip_area_um2: 2710
min_from: "crc[5]"
hold_path.class: "input pin to output pin"
-- worst max-delay path: stages --
cell,delay (ns)
clkbuf_2,0.10
xor2_2,0.17
buf_4,0.13
buf_4,0.12
xnor3_1,0.36
buf_4,0.15
xor2_1,0.15
dlygate4sd2_1,0.23
-- layout by cell type (no fill, tap or decap), drive strengths merged --
cell type / netlist / final
buf: 0 / 63
xnor2: 26 / 26
xor2: 15 / 15
xnor3: 14 / 14
clkdlybuf4s15: 0 / 13
clkbuf: 0 / 12
dlygate4sd2: 0 / 11
dlymetal6s2s: 0 / 3
clkdlybuf4s50: 0 / 1
-- synth_stat cells --
cell / count
xnor2_1: 22
xnor3_1: 11
xor2_1: 11
xnor2_4: 1
xor2_2: 4
xnor3_2: 2
xnor3_4: 1
xnor2_2: 3
-- how the worst max path moves through the flow --
stage / start / cells past startpoint / endpoint
4_1_cts: data_to_crc[2] / 5 / data_from_crc[7]
5_1_grt: data_to_crc[14] / 8 / data_from_crc[3]
6_report: data_to_crc[14] / 8 / data_from_crc[3]
-- layer usage --
layer | up-vias | part of all wire (%)
met4 | 0 | 0
li1 | 382 | -
met3 | 0 | 5.2
met1 | 344 | 47
met2 | 25 | 48
met5 | - | 0
-- cell type report --
cell class	count	area, µm²
fill	154	493
multi-input combinational	55	930
tap	28	35.0
timing repair buffer	103	840
-- power by group through the flow --
stage	combinational, mW	clock (mW)	sequential, mW
6_report	0.884	0	0
4_1_cts	0.851	0	0
5_1_grt	0.954	0	0
-- cells by family after synthesis --
| group | share of synthesized area, % |
|---|---|
| xor+xnor | 100 |
-- timing repair --
action                     in CTS  in global routing
hold endpoints to repair        0                  0
pin swaps                      37                 23
cloned                          0                  0
setup endpoints to repair      16                 11
hold buffers                    0                  0
buffers inserted               21                 13
resized                       115                 33
-- metrics by stage --
stage | worst slack (ns) | std cells
2_1_floorplan | 0.392 | 55
3_3_place_gp | -0.552 | 156
3_5_place_dp | -0.556 | 156
4_1_cts | -0.0528 | 175
5_1_grt | -0.0373 | 186
6_report | 0.0252 | 186
Power and IR drop assume default switching activity.
