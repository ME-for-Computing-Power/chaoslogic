$ cat flow/constraint.sdc
current_design ref_model

set clk_period 12.2
set clk_io_pct 0.2

create_clock -name clk0 -period $clk_period [get_ports {clk_in}]

set non_clock_inputs [all_inputs -no_clocks]
set_input_delay [expr $clk_period * $clk_io_pct] -clock clk0 $non_clock_inputs
set_output_delay [expr $clk_period * $clk_io_pct] -clock clk0 [all_outputs]
$ cat flow/design.v
`timescale 1ns/1ns
module ref_model (
    input         clk_in,         
    input         rst_n,          
    input [15:0]  data_in,        
    output logic [139:0] data_to_fifo,       
    output logic         fifo_w_enable,     
    output logic         crc_err,           
    output logic [15:0]  data_to_crc,
    input  logic         crc16_done,        
    output logic         crc16_valid,       
    input  logic [15:0]  data_from_crc      
);
typedef enum {
    IDLE,
    HEAD_CHECK,
    CHANNEL,
    DATA,
    CRC_OUTPUT,
    ENABLE_CRC
} state_t;
state_t state, next_state;
reg [7:0]  data_ch;          
reg [3:0]  data_counter;      
reg [3:0]  data_count;        
reg [15:0] data_shift_reg;    
reg [159:0] full_data_reg;    
reg [31:0] tail_detec_reg;    
reg [15:0] crc_field_reg;     
reg [127:0] data_128;       
reg [3:0]  crc_cnt;           
reg start_crc;           
localparam HEADER = 32'hE0E0_E0E0;   
localparam TAIL   = 32'h0E0E_0E0E;   
always_ff @(posedge clk_in or negedge rst_n) begin
    if (!rst_n) begin
        state <= IDLE;
    end else begin
        state <= next_state;
    end
end
always_comb begin
    next_state = state;
    case (state)
        IDLE: if (data_in == 16'hE0E0) next_state = HEAD_CHECK;
        HEAD_CHECK: begin
            if (data_in == 16'hE0E0) next_state = CHANNEL;
            else next_state = IDLE;
        end
        CHANNEL: next_state = DATA;
        DATA: begin
            if (data_in == 16'h0E0E) next_state = CRC_OUTPUT;
            else if (data_counter >= 10) next_state = IDLE;  
        end
        CRC_OUTPUT: begin
            if (data_in == 16'h0E0E) next_state = ENABLE_CRC;  
            else next_state = IDLE;
        end
        ENABLE_CRC: begin
            next_state = IDLE;
        end
    endcase
end
always_ff @(posedge clk_in or negedge rst_n) begin
    if (!rst_n) begin
        data_counter <= 0;
        full_data_reg <= 0;
        tail_detec_reg <= 0;
    end else begin
        case (state)
            CHANNEL: begin
                data_counter <= 0;
                full_data_reg <= 0;
                tail_detec_reg <= 0;
            end
            DATA: begin
                tail_detec_reg <= {tail_detec_reg[15:0], data_in};
                full_data_reg <= {full_data_reg[143:0], data_in};  
                if (data_counter < 10)  
                    data_counter <= data_counter + 1;         
            end
            default: begin
                if (state == IDLE) data_counter <= 0;
            end
        endcase
    end
end
always_ff @(posedge clk_in or negedge rst_n) begin
    if (!rst_n) begin
        data_ch <= 0;
    end else if (state == CHANNEL) begin
        data_ch <= data_in[7:0];  
    end
end
always_ff @(posedge clk_in or negedge rst_n) begin
    if (!rst_n) begin
        crc_field_reg <= 0;
        data_128 <= 0;
        data_count <= 0;
        start_crc <= 1'b0;  
    end else begin
        case (state)
            CRC_OUTPUT: begin
                crc_field_reg   <= tail_detec_reg[31:16];
                data_128        <= full_data_reg[159:32];  
                data_count      <= data_counter - 2;  
                start_crc       <= 1'b0;  
            end     
            ENABLE_CRC:begin
                start_crc <= 1'b1;  
            end
        endcase
    end
end
always_ff @(posedge clk_in or negedge rst_n) begin
    if (!rst_n) begin
        data_to_crc <= 0;
        crc_err <= 0;
        crc_cnt <= 0;
        crc16_valid <= 0;
        fifo_w_enable <= 0;
    end else if (start_crc == 1'b1) begin 
            if (crc_cnt < data_count) begin
                    crc16_valid <= 1'b1;
                    data_to_crc <= data_128[crc_cnt * 16 +: 16];
                    crc_cnt <= crc_cnt + 1;
                end else begin
                    crc16_valid <= 1'b0;
                    crc_cnt <= 4'h0;
                end
                if (crc16_done) begin
                    if (data_from_crc == crc_field_reg) begin
                        crc_err <= 1'b0;  
                        fifo_w_enable <= 1'b1;  
                        data_to_fifo <= {data_128, data_ch, data_count};  
                    end else begin
                        crc_err <= 1'b1;  
                        fifo_w_enable <= 1'b0;  
                    end
                end
    end    
end
endmodule
$ cat flow/run.sh
#!/bin/bash
# OpenROAD 26Q1-2900-gdf79404cd8, Yosys 0.63+post, stock flow scripts
make -C /OpenROAD-flow-scripts/flow DESIGN_CONFIG=/design/flow/config.mk WORK_HOME=/design/flow/orfs finish
$ cat flow/config.mk
export PLATFORM = sky130hd
export DESIGN_NAME = ref_model
export DESIGN_NICKNAME = ref_model
export VERILOG_FILES = /design/flow/design.v
export SDC_FILE = /design/flow/constraint.sdc
export NUM_CORES = 4
export LEC_CHECK = 1
export CORE_UTILIZATION = 40
==> run notes <==
Figures from the flow reports.

Synth:
- The run gives the number of storage elements in the synthesis netlist as 490.
- The run gives the netlist area before placement as 18800 sq um.
- The run puts the average footprint of a synthesized cell at 13.9 sq um.
- For this run, the leading register cell type out of synthesis is sky130_fd_sc_hd__dfrtp_1.
- The run gives the number of different library cells in the post-synthesis netlist as 47.
- Of the total synthesized cell area, the portion taken by AND-OR and OR-AND cells is 6.37%.
- Multiplexer cells account for 14.0% of the synthesized area.
- By area the synthesized netlist is led by sky130_fd_sc_hd__dfrtp_1, sky130_fd_sc_hd__edfxtp_1, sky130_fd_sc_hd__mux2_2.
- In this run the biggest area consumer among cell types represents 46.5% of the synthesized area.
- The run gives the largest area contributor in the synthesized netlist as sky130_fd_sc_hd__dfrtp_1.
- The run puts the chip area in the Yosys report at 18800 sq um.
- For this run, asynchronously set or reset flops after synthesis account for 71.4%.
- The run puts the post-synthesis xor/xnor area fraction at 0.840%.
- The warning tally printed by Yosys for this design is 1.
- The run puts the number of cells in Yosys stat at 1346.
- Per the synthesis report, the adder-cell share of the synthesized area is 0.533%.
- For reference, the top logic cell family by area is multiplexers.
- The run puts the post-synthesis share of cell area spent on and, or, nand and nor gates at 7.04%.
- The run puts the part of the Yosys area used for sequential elements at 69.1%.
- The run gives the number of enable flip-flop cells as 140.
- The synthesized netlist handed to floorplanning was reported with a cell count of 1346.

STA:
- The run gives the fraction of the cycle the final worst path needs as 40.0%.
- Counting pins that exceed their max-slew limit in the final report gives 0.
- The run gives the final setup slack of the worst path as 7.32 ns.
- The run puts the worst slew margin relative to its limit at 41.1%.
- Setup repair after global routing left no endpoint under its margin.
- The transition time recorded at the tightest slew-check pin is 0.882 ns.
- The run gives the final clock skew as 0.0239 ns.
- The run gives the highest clock frequency the design can meet as 0.205 GHz.
- The run gives the final-layout setup total negative slack as 0 ns.
- Hold-check failures listed in the final report amount to 0.
- For this run, the final setup violation count is recorded as 0.
- The smallest clock period supported by the final layout is computed as 4.88 ns.

Pwr:
- In this run, flip-flops and latches consume 54.8% of the power.
- The run puts the maximum vdd drop at 0.102 mV.
- The run puts the internal power at 2.55 mW.
- The run gives the switching power as a share of total power as 21.9%.
- The run gives the power density of the placed cells as 143 nW/um^2.
- The run gives the logic gate share of total power as 2.8%.
- The run gives the overall power of the completed layout as 3.27 mW.
- For this design the static power due to leakage is 10.0 nW.
- The run puts the clock network fraction of design power at 42.5%.
- In this run the power spent charging and discharging nets is 0.716 mW.

Clock tree:
- The run gives the maximum clock path buffer count as 3.
- The run gives the clock tree from TritonCTS as done.
- The run puts the post-cts gate resize count at 0.
- The run gives the number of levels in the clock H-tree as 2.
- The run puts the clock network latency to the later pin of the worst-skew pair at 0.60 ns.
- The run gives the clock-pin slew on the worst setup and hold paths as 0.06 ns.
- The CTS log lists the clock sinks for this run as 490.
- The run gives the setup fix buffers added after clock tree synthesis as 0.
- The run puts the total of hold buffers inserted after clock tree synthesis at 0.
- The cell sitting at the root of the clock tree is a sky130_fd_sc_hd__clkbuf_16.
- The run puts the total CTS buffers at 50.

Cells and area:
- Counting the fill cells in the layout gives 3978.
- Leaving out fill and tap cells, the most frequent cell in the layout is sky130_fd_sc_hd__dfrtp_1.
- Per the run report, area growth between synthesis and finish was 21.4%.
- The run puts the logic area at 5420 sq um.
- The run puts the share of final-layout standard cells stronger than drive strength 1 at 18.1%.
- The top cell types in the final layout, fill and taps aside, are sky130_fd_sc_hd__dfrtp_1, sky130_fd_sc_hd__nand2_1, sky130_fd_sc_hd__clkdlybuf4s50_1.
- The sequential cells in the finished layout cover a total of 13000 sq um.
- The register with the most flip-flops in the layout has 140 of them.

Critical path:
- STA classifies the critical path endpoint as a flop.
- The run gives the kind of start point of the critical path as a primary input.
- The startpoint identified for the worst register-to-register timing path is crc_field_reg[0].
- The run puts the data arrival time of the critical path at 5.11 ns.
- The run gives the capture instance of the worst register-to-register path as data_to_fifo[85].
- The run gives the category of the most critical setup path as primary input to flop.
- Per STA, the startpoint of the critical path is data_from_crc[9].
- The run puts the reg-to-reg setup timing slack at 9.16 ns.
- The run gives the worst endpoint required time as 12.43 ns.
- The report puts the cell count of the worst reg-to-reg path at 6.
- The run puts the worst-path maximum fanout at 53.

Die:
- The run gives the die span in y as 219 microns.
- According to the floorplan report, the die width is 219 microns.
- The core region is 45900 sq um.
- The run puts the count of boundary I/O pins at 194.
- The run gives the count of standard-cell rows as 78.
- The run gives the total die size as 47800 sq um.
- The run puts the starting utilization of the core area at 40.9%.

Placement:
- Setup slack on the worst path after placement came out at 6.65 ns.
- The run puts the final weighted congestion in routability-driven placement at 0.827.
- Input and output buffers added on the ports amount to 193.
- The run gives the half-perimeter wire length after placement as 27200 microns.

Min path:
- The min-delay analysis places its worst path in the category flop to flop.
- In this run the most critical hold path is launched from data_ch[3].
- The run gives the destination of the worst hold path as data_to_fifo[7].
- The run puts the depth of the worst hold-timing path at 0.

Drt:
- The run puts the via count at 11200.
- The run puts the tally of nets with antenna violations remaining after routing at 0.
- The run gives the number of diodes as 0.
- The run gives the DRC violations left as 0.
- The run gives the number of detailed-route iterations in the first pass as 5.
- The run gives the violation count after the first detailed-route iteration as 894.
- After detailed routing, the average wire length per cell comes to 20.0 microns.
- The run puts the vias per cell at 5.14.
- The run puts the total wire length at 43300 microns.

Global route:
- The run gives the largest net degree at the start of global routing as 121.
- The first global-routing pass estimated 67700 microns of wire.
- The initial antenna violation count came to 0.
- For this run, the total global-route usage over all layers was measured as 19.7%.
- The run puts the via count of the first global-routing pass at 11500.
- The total overflow left after global routing is 0.

Job:
- The run puts the number of maximum-capacitance constraint violations at 0.
- The number of warnings reported in the stage logs is 31.

Status:
- The flow ran to the end, and the final reports show no timing, DRC or antenna violations.
worst max-delay path by stage:
| stage | end | slack [ns] | depth (start not counted) |
|---|---|---|---|
| CTS | data_to_fifo[67] | 7.28 | 7 |
| global route | data_to_fifo[116] | 7.07 | 7 |
| finish | data_to_fifo[85] | 7.32 | 7 |
worst max-delay path, stage by stage:
cell                              delay (ns)
sky130_fd_sc_hd__clkdlybuf4s50_1        0.42
sky130_fd_sc_hd__xor2_1                 0.17
sky130_fd_sc_hd__nor4_1                 0.29
sky130_fd_sc_hd__nand4_1                0.32
sky130_fd_sc_hd__nor3_4                 0.26
sky130_fd_sc_hd__buf_4                  0.48
sky130_fd_sc_hd__buf_4                  0.62
through the flow:
stage          cells  hold slack (ns)  utilization (%)  cell area, sq um
3_3_place_gp    2075            0.428             46.4             21300
5_1_grt         2169            0.457             49.6             22800
6_report        2169            0.443             49.6             22800
2_1_floorplan   1346            0.421                -             18800
4_1_cts         2169            0.445             49.6             22800
3_5_place_dp    2075            0.435             46.4             21300
layer usage:
metal  share of wire (%)  track usage, %
met2                  48            29.2
met4                 2.0            3.43
met5                   0               0
met1                  43            30.7
met3                 7.3            6.27
cells by family (layout without fill, tap and decap cells):
group	after synthesis	count (layout)
AND-OR/OR-AND	202	202
multiplexers	204	204
XOR/XNOR	18	18
flip-flops	490	490
adder cells (fa/ha/maj)	8	8
AND/OR/NAND/NOR	328	328
buffers and inverters	96	319
synthesized netlist by cell type (2+ instances only):
master and instances:
sky130_fd_sc_hd__mux2_2 153, sky130_fd_sc_hd__nor4_1 4, sky130_fd_sc_hd__mux4_2 32, sky130_fd_sc_hd__buf_6 2, sky130_fd_sc_hd__and2_1 3, sky130_fd_sc_hd__o2bb2ai_1 18
sky130_fd_sc_hd__mux2i_1 19, sky130_fd_sc_hd__a22o_1 17, sky130_fd_sc_hd__xor2_1 16, sky130_fd_sc_hd__nand4b_1 2, sky130_fd_sc_hd__ha_1 8, sky130_fd_sc_hd__o21ai_0 151
sky130_fd_sc_hd__nand3_1 4, sky130_fd_sc_hd__buf_1 6, sky130_fd_sc_hd__nor3_1 4, sky130_fd_sc_hd__buf_2 14, sky130_fd_sc_hd__clkbuf_1 60, sky130_fd_sc_hd__nor2_1 8
sky130_fd_sc_hd__a21oi_1 3, sky130_fd_sc_hd__xnor2_1 2, sky130_fd_sc_hd__edfxtp_1 140, sky130_fd_sc_hd__a31oi_1 2, sky130_fd_sc_hd__inv_1 13, sky130_fd_sc_hd__nand2_1 291
sky130_fd_sc_hd__o211ai_1 2, sky130_fd_sc_hd__nand4_1 2, sky130_fd_sc_hd__dfrtp_1 349, sky130_fd_sc_hd__o221ai_1 2
power by group through the flow:
| stage | combinational, mW | sequential [mW] | clock (mW) |
|---|---|---|---|
| 6_report | 0.0898 | 1.79 | 1.39 |
| 4_1_cts | 0.0926 | 1.79 | 1.43 |
| 5_1_grt | 0.107 | 1.80 | 1.50 |
cell type report:
type,instances,share of cell area (%)
inverter,14,0.242
sequential,490,57.0
tap,600,3.30
timing repair buffer,211,9.21
clock inverter,25,0.571
clock buffer,69,5.90
multi-input combinational,760,23.8
Power is estimated from default activity; no workload was simulated.
