**./run.sh**
```bash
#!/bin/bash
# OpenROAD 26Q1-2900-gdf79404cd8, Yosys 0.63+post, stock flow scripts
make -C /OpenROAD-flow-scripts/flow DESIGN_CONFIG=/design/flow/config.mk WORK_HOME=/design/flow/orfs finish
```
**./config.mk**
```make
export PLATFORM = sky130hd
export DESIGN_NAME = async_fifo1
export DESIGN_NICKNAME = async_fifo1
export VERILOG_FILES = /design/flow/design.v
export SDC_FILE = /design/flow/constraint.sdc
export NUM_CORES = 4
export LEC_CHECK = 1
export CORE_UTILIZATION = 40
```
**./constraint.sdc**
```tcl
current_design async_fifo1

set clk_period 17.7
set clk_io_pct 0.2

create_clock -name clk0 -period $clk_period [get_ports {rdclk}]
create_clock -name clk1 -period $clk_period [get_ports {wrclk}]

set non_clock_inputs [all_inputs -no_clocks]
set_input_delay [expr $clk_period * $clk_io_pct] -clock clk0 $non_clock_inputs
set_output_delay [expr $clk_period * $clk_io_pct] -clock clk0 [all_outputs]
```
**./design.v**
```verilog
module async_fifo1 #(parameter FIFO_WIDTH = 140  , 
                              FIFO_DEPTH = 8  
)(
    wrclk   , 
    wrrst_n , 
    wren    , 
    wrdata  , 
    wrempty , 
    wrfull  , 
    wrusedw , 
    rdclk   , 
    rdrst_n , 
    rden    , 
    rddata  , 
    rdempty , 
    rdfull  , 
    rdusedw   
);			
    localparam  ADDR_W = log2b(FIFO_DEPTH), 
                DATA_W = FIFO_WIDTH; 
    function integer log2b(input integer data);
        begin 
            for(log2b=0;data>0;log2b=log2b+1)begin
                data = data>>1;
            end
            log2b = log2b - 1;
        end  
    endfunction
    input                               wrclk   ; 
    input                               wrrst_n ; 
    input                               wren    ; 
    input           [DATA_W-1:0]        wrdata  ; 
    output                              wrempty ; 
    output                              wrfull  ; 
    output          [ADDR_W-1:0]        wrusedw ; 
    input                               rdclk   ; 
    input                               rdrst_n ; 
    input                               rden    ; 
    output          [DATA_W-1:0]        rddata  ; 
    output                              rdempty ; 
    output                              rdfull  ; 
    output          [ADDR_W-1:0]        rdusedw ; 
    reg         [DATA_W-1:0]    fifo_mem[FIFO_DEPTH - 1:0]    ; 
    wire        [ADDR_W-1:0]    wr_addr     ; 
    wire        [ADDR_W-1:0]    rd_addr     ; 
    reg         [ADDR_W:0]      wr_ptr      ; 
    reg         [ADDR_W:0]      rd_ptr      ; 
    wire        [ADDR_W:0]      wr_ptr_gray ; 
    reg         [ADDR_W:0]      wr_ptr_gray1; 
    reg         [ADDR_W:0]      wr_ptr_gray2;
    wire        [ADDR_W:0]      rd_ptr_gray ; 
    reg         [ADDR_W:0]      rd_ptr_gray1; 
    reg         [ADDR_W:0]      rd_ptr_gray2;
    reg         [ADDR_W:0]      wr_gray2_bin; 
    reg         [ADDR_W:0]      rd_gray2_bin; 
    reg         [DATA_W-1:0]    rd_data_r   ; 
    reg         [ADDR_W-1:0]    wr_usedw_r  ; 
    reg         [ADDR_W-1:0]    rd_usedw_r  ; 
    integer i;
    always @(posedge wrclk or negedge wrrst_n)begin 
        if(!wrrst_n)begin
            wr_ptr <= 'd0;
        end 
        else if(wren && ~wrfull)begin 
            wr_ptr <= wr_ptr + 1'b1;
        end 
    end
    always @(posedge rdclk or negedge rdrst_n)begin 
        if(!rdrst_n)begin
            rd_ptr <= 'd0;
        end 
        else if(rden && ~rdempty)begin 
            rd_ptr <= rd_ptr + 1'b1;
        end 
    end
    assign wr_addr = wr_ptr[ADDR_W-1:0]; 
    assign rd_addr = rd_ptr[ADDR_W-1:0]; 
    always @(posedge wrclk or negedge wrrst_n)begin 
        if(!wrrst_n)begin
            for (i=0;i<(1'b1<<ADDR_W);i=i+1) begin   
                fifo_mem[i] <= 'd0;
            end
        end 
        else if(wren && ~wrfull)begin               
            fifo_mem[wr_addr] <= wrdata;
        end  
    end
    always @(posedge rdclk or negedge rdrst_n)begin 
        if(!rdrst_n)begin
            rd_data_r <= 'd0;
        end 
        else if(rden & !rdempty)begin 
            rd_data_r <= fifo_mem[rd_addr];
        end 
    end
    assign wr_ptr_gray = wr_ptr^(wr_ptr>>1); 
    assign rd_ptr_gray = rd_ptr^(rd_ptr>>1); 
    always @(posedge rdclk or negedge rdrst_n)begin 
        if(!rdrst_n)begin
            wr_ptr_gray1 <= 'd0;
            wr_ptr_gray2 <= 'd0;
        end 
        else begin 
            wr_ptr_gray1 <= wr_ptr_gray;
            wr_ptr_gray2 <= wr_ptr_gray1;
        end 
    end
    always @(posedge wrclk or negedge wrrst_n)begin 
        if(!wrrst_n)begin
            rd_ptr_gray1 <= 'd0;
            rd_ptr_gray2 <= 'd0;
        end 
        else begin 
            rd_ptr_gray1 <= rd_ptr_gray;
            rd_ptr_gray2 <= rd_ptr_gray1;
        end 
    end
    always @(*)begin 
        wr_gray2_bin[ADDR_W] = wr_ptr_gray2[ADDR_W];
        for (i=ADDR_W-1;i>=0;i=i-1) begin
            wr_gray2_bin[i] = wr_gray2_bin[i+1]^wr_ptr_gray2[i];
        end
    end
    always @(*)begin 
        rd_gray2_bin[ADDR_W] = rd_ptr_gray2[ADDR_W];
        for (i=ADDR_W-1;i>=0;i=i-1) begin
            rd_gray2_bin[i] = rd_gray2_bin[i+1]^rd_ptr_gray2[i];
        end
    end
    assign wrempty = wr_ptr == rd_gray2_bin;
    assign rdempty = rd_ptr == wr_gray2_bin;
    assign wrfull = (wr_ptr != rd_gray2_bin) && (wr_ptr[ADDR_W-1:0] == rd_gray2_bin[ADDR_W-1:0]);
    assign rdfull = (rd_ptr != wr_gray2_bin) && (rd_ptr[ADDR_W-1:0] == wr_gray2_bin[ADDR_W-1:0]);
    assign rddata = rdempty?0:fifo_mem[rd_addr];
    always @(posedge wrclk or negedge wrrst_n)begin 
        if(!wrrst_n)begin
            wr_usedw_r <= 'd0;
        end 
        else begin 
            wr_usedw_r <= wr_ptr - rd_gray2_bin;
        end 
    end
    always @(posedge rdclk or negedge rdrst_n)begin 
        if(!rdrst_n)begin
            rd_usedw_r <= 'd0;
        end 
        else begin 
            rd_usedw_r <= wr_gray2_bin - rd_ptr;
        end 
    end
    assign wrusedw = wr_usedw_r;
    assign rdusedw = rd_usedw_r;
endmodule
```
==> qor.csv <==
stage,metric,value,unit
timing,Slew @ Worst Pin,933,ps
worst_setup_path,Critical Path End,rddata[101],
worst_setup_path,critical path launch point,rd_ptr[2],
die,DIE HEIGHT,448,µm
worst_setup_path,Worst R2R Setup Slack,11480,ps
drt,WL met3,33.5,mm
final_layout,synth-to-layout area growth,9.38,%
final_layout,non-filler instance count after layout,11500,
worst_setup_path,Startpoint Class,register,
final_layout,most numerous logic cells after layout,"o211ai_1 (1406), dfrtp_1 (1148), nand2_1 (980)",
job,tool warnings,90,
worst_setup_path,cell chain of the critical path,buf_4 > buf_4 > ha_4 > or4_1 > nor2_4 > buf_4 > buf_4 > nand2_1 > a41oi_1 > clkdlybuf4s50_1,
grt,initial antenna violation count,6,
drt,routed wl met2,136,mm
worst_setup_path,Crit Path Max Fanout,39,
die,Starting Density,0.403,
job,max-cap violation count,0,
grt,all-layer global routing usage,0.312,
die,Die X-Extent,448,µm
drt,Top Metal Used,met5,
die,IO Count,296,
worst_setup_path,arrival time worst endpoint,5790,ps
grt,gr ovfl total,0,
synth,post-synth tally of flip-flops with integrated enable,0,
status,outcome,finished clean,
die,row cnt,163,
place,hpwl dp,165,mm
worst_setup_path,Worst R2R End,fifo_mem[1][106],
place,Post-DP Area,82600,µm²
drt,vias,79300,
worst_setup_path,"Worst Path Class, Setup",register to output pin,
min_path,HP Class,register to register,
drt,iteration-0 DRC count of the detailed router,8475,
drt,drt drc,0,
drt,DRT Wirelength,310,mm
worst_setup_path,worst reg2reg path startpoint,rd_ptr_gray2[2],
timing,Setup TNS,0,ps
worst_setup_path,CP Data Required Time,14160,ps
worst_setup_path,CP Depth,10,
timing,max_slew headroom,0.378,
grt,global-route wire length before repair,477,mm
final_layout,share of layout cells above drive strength 1,0.113,
worst_setup_path,Crit. End Element,output pin,
cts,CTS tree,yes,
cts,"Reg clk slew, reported paths",60,ps
die,Core Area,198000,µm²
synth,Post-synth seq share,0.361,
place,port bufs,294,
drt,DR WL/cell,27.0,µm
timing,Slew Limit Fails,0,
drt,DRT Pass-1 Iters,9,
synth,# Cells Yosys,9386,
timing,setup violation total in the final timing report,0,
cts,clk sinks,1150,
timing,clk_skew,23.4,ps
worst_setup_path,Buffers & Inverters on Critical Path,5,
timing,"Hold Vio Cnt, Final",0,
place,gp weighted congestion,0.881,
synth,Yosys chip area,79600,µm²
synth,YS warnings,2,
grt,vias in the first global route,77100,
die,Die Area,201000,µm²
timing,RSZ-0062 raised after global routing,false,
synth,synthesized cell area,79600,µm²
synth,ys async rst share,1.00,
synth,Syn Inst Count,9386,
final_layout,dominant logic cell type in the layout,o211ai_1,
grt,pin count of the biggest net entering global routing,193,
worst_setup_path,most frequent CP cell,buf_4,
worst_setup_path,"slowest stage delay, CP",630,ps
worst_setup_path,"CP delay by family, top",buffers and inverters,
synth,Cell Type Count,44,
worst_setup_path,slowest CP cell,dfrtp_4,
drt,vias per cell,6.89,
place,Inst Count DP,11300,
drt,routed metal-1 wire length,126,mm
drt,post-route ant nets,0,
final_layout,Final Cell Area,87100,µm²
synth,ys flop type,dfrtp_1,
synth,Post-Syn Area per Cell,8.48,µm²
synth,Yosys reg bits,1150,
worst_setup_path,worst r2r path cells,12,
[cell type report]
cell class,instances,area (µm²)
fillers,18300,111000
flip-flops and latches,1150,28800
inverters,13,48.8
diodes,2,5.00
multi-input cells,6956,45700
well taps,2640,3300
repair buffers,499,4750
clock buffers,221,4290
clock inverters,24,220
[Yosys cell counts, types with 13 or more instances]
master,instances,share of area
buf_1,54,0.0025
nand3_1,844,0.053
a21bo_2,280,0.035
or4_1,421,0.040
nand2_1,985,0.046
clkbuf_1,942,0.044
a21boi_0,421,0.040
buf_2,228,0.014
a21oi_1,423,0.027
nor2_1,142,0.0067
buf_4,23,0.0022
o21ai_0,419,0.026
nand4_1,422,0.033
nor2b_1,140,0.011
a222oi_1,140,0.018
mux2_2,279,0.039
o211ai_1,1406,0.13
a41oi_1,139,0.015
inv_1,13,0.00061
o21a_1,420,0.040
ha_1,20,0.0031
buf_6,20,0.0028
dfrtp_1,1150,0.36
[worst register-to-register path: cells and delay by family (launching register included)]
kind                       cells  cell delay (ps)
DFF                            1              630
xor gates and xnor gates       3              700
adders and majority gates      1              350
and+or+nand+nor                4             1390
buffers and inverters          4             3090
[registers in the layout, indices dropped and copies added, names as in the netlist]
register	count
fifo_mem	1120
rd_ptr	4
rd_ptr_gray1	4
rd_ptr_gray2	4
wr_ptr	4
wr_ptr_gray1	4
wr_ptr_gray2	4
rd_usedw_r	3
wr_usedw_r	3
[layer usage]
metal	up-vias	GRT usage
met1	39000	0.446
met3	744	0.0943
met4	4	0.135
met5	-	0
li1	34900	-
met2	4584	0.448
[worst min-delay path by stage]
stage         start               to  cells past startpoint
5_1_grt   rd_ptr[1]  rd_ptr_gray1[1]                      1
4_1_cts   rd_ptr[1]  rd_ptr_gray1[1]                      1
6_report  rd_ptr[1]  rd_ptr_gray1[1]                      1
[per-stage QoR]
stage / setup WS (ps) / util / hold WS (ps)
detailed placement: 8770 / 0.418 / 336
finish: 8370 / 0.441 / 122
global route: 8280 / 0.441 / 128
global placement: 8810 / 0.418 / 333
CTS: 8500 / 0.441 / 85.3
floorplan: 11580 / - / 331
[kinds of logic (layout without fill, tap and decap cells)]
kind of cell    Yosys count  in the layout  share of synthesized area
compound gates         3657           3657                      0.334
xor+xnor                 16             16                    0.00185
fa+ha+maj                22             22                    0.00365
buf+inv                1280            757                     0.0669
flops                  1150           1150                      0.361
mux                     282            282                     0.0398
other cells               0              2                          0
simple gates           2979           2979                      0.192
[repair_timing]
| item | 4_1_cts | 5_1_grt |
|---|---|---|
| hold buffers | 1 | 0 |
| resized | 0 | 0 |
| hold endpoints to repair | 2 | 0 |
| buffers inserted | 0 | 0 |
